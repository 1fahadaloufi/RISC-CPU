**/design/flow/design.v**
```verilog
module alu (
    input logic [31:0] A, B,
    input logic[5:0] FN,
    output logic[31:0] Y
);
logic[31:0] shift_o, bool_o, arith_o, cmp_o;  
logic n, z, v; 
logic[31:0] sub_outputs[3:0]; 
arith ARTH (.A(A), .B(B), .AFN(FN[0]), .z(z), .v(v), .n(n), .S(arith_o)); 
shifter SHIFT(.A(A), .B(B[4:0]), .SFN(FN[1:0]), .Y(shift_o)); 
bool_func BOOL(.A(A), .B(B), .BFN(FN[3:0]), .Y(bool_o));
cmp CMP(.CFN(FN[2:1]), .Y(cmp_o), .z(z), .v(v), .n(n)); 
always_comb begin
    Y = 32'd0; 
    case(FN[5:4])
        2'b11: Y = shift_o; 
        2'b10: Y = bool_o; 
        2'b01: Y = arith_o;
        2'b00: Y = cmp_o; 
    endcase 
end
endmodule
module arith(
    input logic[31:0] A, B, 
    input logic AFN,
    output logic[31:0] S,
    output logic z, v, n   
);
logic[31:0] B_in;  
assign B_in = B ^ {32{AFN}}; 
cla ADDER(.A(A), .B(B_in), .Cin(AFN), .S(S)); 
assign z = (S == 32'd0) ? 1'b1 : 1'b0; 
assign n = S[31] == 1'b1 ? 1'b1 : 1'b0; 
assign v = (A[31] & B_in[31] & ~S[31]) | (~A[31] & ~B_in[31] & S[31]);
endmodule 
module bool_func(
    input logic [31:0] A, B,     
    input logic [3:0] BFN,
    output logic[31:0] Y
);
always_comb begin
    for(integer i = 0; i < 32; i += 1) 
        Y[i] = BFN[{B[i], A[i]}]; 
end
endmodule
module cla(
    input logic[31:0] A, B, 
    input logic Cin, 
    output logic[31:0] S
);
logic[1:0] gp_1[31:0];  
logic[1:0] gp_2[15:0];  
logic[1:0] gp_3[7:0];
logic[1:0] gp_4[3:0];
logic[1:0] gp_5[1:0]; 
logic cin_1 [31:0];  
logic cin_2 [15:0];  
logic cin_3 [8:0];
logic cin_4 [3:0];
logic cin_5 [1:0];  
genvar k; 
generate 
    for(k = 0; k < 32; k += 1) begin
        unit_adder L1(.a(A[k]), .b(B[k]), .cin(cin_1[k]), .s(S[k]), .g(gp_1[k][1]), .p(gp_1[k][0])); 
    end
endgenerate
generate 
    for(k = 0; k < 16; k += 1) begin
        gp_block L2(.g_l(gp_1[k*2][1]), .g_h(gp_1[k*2 + 1][1]), .p_l(gp_1[k*2][0]), .p_h(gp_1[k*2 + 1][0]), .cin(cin_2[k]), 
                    .cin_l(cin_1[k * 2]), .cin_h(cin_1[k*2 + 1]),
                    .g_hl(gp_2[k][1]), .p_hl(gp_2[k][0])); 
    end
endgenerate 
generate 
    for(k = 0; k < 8; k += 1) begin
        gp_block L3(.g_l(gp_2[k*2][1]), .g_h(gp_2[k*2 + 1][1]), .p_l(gp_2[k*2][0]), .p_h(gp_2[k*2 + 1][0]), .cin(cin_3[k]), 
                    .cin_l(cin_2[k * 2]), .cin_h(cin_2[k*2 + 1]),
                    .g_hl(gp_3[k][1]), .p_hl(gp_3[k][0])); 
    end
endgenerate 
generate 
    for(k = 0; k < 4; k += 1) begin
        gp_block L4(.g_l(gp_3[k*2][1]), .g_h(gp_3[k*2 + 1][1]), .p_l(gp_3[k*2][0]), .p_h(gp_3[k*2 + 1][0]), .cin(cin_4[k]), 
                    .cin_l(cin_3[k * 2]), .cin_h(cin_3[k*2 + 1]),
                    .g_hl(gp_4[k][1]), .p_hl(gp_4[k][0])); 
    end
endgenerate 
generate 
    for(k = 0; k < 2; k += 1) begin
        gp_block L5(.g_l(gp_4[k*2][1]), .g_h(gp_4[k*2 + 1][1]), .p_l(gp_4[k*2][0]), .p_h(gp_4[k*2 + 1][0]), .cin(cin_5[k]), 
                    .cin_l(cin_4[k * 2]), .cin_h(cin_4[k*2 + 1]),
                    .g_hl(gp_5[k][1]), .p_hl(gp_5[k][0])); 
    end
endgenerate 
gp_block L6(.g_l(gp_5[0][1]), .g_h(gp_5[1][1]), .p_l(gp_5[0][0]), .p_h(gp_5[1][0]),
            .cin(Cin), .cin_l(cin_5[0]), .cin_h(cin_5[1])); 
endmodule
module gp_block(
    input logic g_l, g_h, p_l, p_h, cin,  
    output logic g_hl, p_hl,  
    output logic cin_h, cin_l  
);
assign g_hl = g_h | (g_l & p_h); 
assign p_hl = p_h & p_l; 
assign cin_h = g_l  | (p_l & (cin_l)); 
assign cin_l = cin; 
endmodule
module unit_adder(
    input logic a, b, cin, 
    output logic g, p, s, cout
); 
assign g = a & b;     
assign p = a ^ b;     
assign s = p ^ cin;   
assign cout = g | (p & cin); 
endmodule 
module cmp (
    input logic z, v, n, 
    input logic[1:0] CFN,
    output logic[31:0] Y
);
assign Y = CFN == 2'b01 ? {{31{1'b0}}, z} : 
           (CFN == 2'b10 ? {{31{1'b0}}, n ^ v} : 
            {{31{1'b0}}, z | (n ^ v) }
           ); 
endmodule 
module shifter(
    input logic[31:0] A, 
    input logic[4:0] B,
    input logic [1:0] SFN,
    output logic[31:0] Y
); 
logic[31:0] A_0, A_1, A_2, A_3, A_4;  
logic [31:0] A_in;  
logic extend_bit; 
assign extend_bit = SFN[1] ? A[31] : 1'b0; 
always_comb begin: A_IN_LOGIC
    if(~SFN[0])
        A_in = A; 
    else begin
        for(integer i = 0; i < 32; i += 1) begin
            A_in[i] = A[31 - i]; 
        end
    end
end
assign A_0 = B[0] ? {A_in[30:0], extend_bit} : A_in; 
assign A_1 = B[1] ? {A_0[29:0], {2{extend_bit}}} : A_0; 
assign A_2 = B[2] ? {A_1[27:0], {4{extend_bit}}} : A_1; 
assign A_3 = B[3] ? {A_2[23:0], {8{extend_bit}}} : A_2; 
assign A_4 = B[4] ? {A_3[15:0], {16{extend_bit}}} : A_3; 
always_comb begin: Y_LOGIC
    if(~SFN[0])
        Y = A_4; 
    else begin
        for(integer i = 0; i < 32; i += 1) begin
            Y[i] = A_4[31 - i]; 
        end
    end
end 
endmodule 
module le_reg(
    input logic clk, n_rst, 
    input logic[31:0] load_data, 
    input logic load_en, 
    output logic[31:0] data_out
);
always_ff @(posedge clk, negedge n_rst) begin
    if(~n_rst)
        data_out <= 'b0; 
    else if (load_en) 
        data_out <= load_data; 
end 
endmodule 
module register_file(
    input logic clk, n_rst,
    input logic[4:0] RA1, RA2, WA,
    input logic[31:0] WD,
    input logic WE,
    output logic[31:0] RD1, RD2
);
logic[31:0] WA_dec; 
logic[31:0] reg_outputs[31:0]; 
genvar i; 
generate 
    for(i = 0; i < 31; i += 1)
        le_reg REGX(.clk(clk), .n_rst(n_rst), .load_en(WE & WA_dec[i]), .load_data(WD), .data_out(reg_outputs[i])); 
endgenerate 
always_comb begin: READING_REGISTERS
    RD1 = 'b0; 
    RD2 = 'b0; 
    if(RA1 != 5'd31)
        RD1 = reg_outputs[RA1]; 
    if(RA2 != 5'd31)
        RD2 = reg_outputs[RA2]; 
end
always_comb begin: WA_DECODER_LOGIC
    WA_dec = 'b0; 
    WA_dec[WA] = 1'b1; 
end
endmodule 
module datapath (
    input logic clk, n_rst, 
    input logic RESET,
    input logic[5:0] ALUFN,
    input logic ASEL, BSEL, 
    input logic[2:0] PCSEL, 
    input logic RA2SEL,
    input logic WASEL,
    input logic[1:0] WDSEL,
    input logic WERF,
    output logic Z, 
    output logic[5:0] op_code,
    input logic[31:0] ID,  
    input logic[31:0] MRD,  
    output logic[31:0] IA,  
    output logic[31:0] MWD,  
    output logic[31:0] MA
);
localparam Reset = 32'h80000000;  
localparam Illop = 32'h80000004;   
localparam XAdr  = 32'h80000008;  
logic[4:0] Ra, Rb, Rc; 
logic[15:0] C; 
logic[31:0] SXT_C ;  
logic[31:0] pc; 
logic[31:0] pc_incr; 
logic[31:0] pc_offset; 
logic[31:0] JT; 
logic[4:0] RA1, RA2, WA;
logic[31:0] WD; 
logic[31:0] RD1, RD2; 
logic[31:0] A, B; 
logic[31:0] Y; 
assign Ra = ID[20:16];
assign op_code = ID[31:26];
assign Rb = ID[15:11];
assign Rc = ID[25:21]; 
assign C = ID[15:0]; 
assign SXT_C = {{16{C[15]}}, C}; 
assign pc_incr = pc + 4; 
assign pc_offset = pc + 4 + (SXT_C << 2); 
assign JT = {pc[31] & RD1[31], RD1[30:2], 2'b00}; 
assign IA = pc; 
always_ff @(posedge clk, negedge n_rst) begin
    if(~n_rst)
        pc <= 'b0; 
    else begin
        if(RESET)
            pc <= Reset; 
        else begin
            case(PCSEL)
                3'd0: pc <= {pc[31], pc_incr[30:0]}; 
                3'd1: pc <= {pc[31], pc_offset[30:0]};
                3'd2: pc <= JT;
                3'd3: pc <= Illop; 
                3'd4: pc <= XAdr; 
            endcase 
        end
    end
end
register_file REG_FILE(.clk(clk), .n_rst(n_rst), .RA1(RA1), .RA2(RA2), .WA(WA), .WD(WD),
                       .RD1(RD1), .RD2(RD2), .WE(WERF)); 
assign RA1 = Ra; 
assign RA2 = RA2SEL ? Rc : Rb; 
assign WA = WASEL ? 5'd30 : Rc; 
assign WD = WDSEL == 2'd2 ? MRD :
            (WDSEL == 2'd1 ? Y :
            (WDSEL == 2'd0 ? pc + 32'd4 : 'b0 ) ); 
assign Z = ~(|RD1); 
assign MWD = RD2; 
alu ALU(.A(A), .B(B), .Y(Y), .FN(ALUFN)); 
assign A = ASEL ? pc_offset : RD1; 
assign B = BSEL ? SXT_C : RD2; 
assign MA = Y; 
endmodule
```
**/design/flow/run.sh**
```bash
#!/bin/bash
# OpenROAD 26Q1-2900-gdf79404cd8, Yosys 0.63+post, stock flow scripts
make -C /OpenROAD-flow-scripts/flow DESIGN_CONFIG=/design/flow/config.mk WORK_HOME=/design/flow/orfs finish
```
**/design/flow/config.mk**
```make
export PLATFORM = sky130hd
export DESIGN_NAME = datapath
export DESIGN_NICKNAME = datapath
export VERILOG_FILES = /design/flow/design.v
export SDC_FILE = /design/flow/constraint.sdc
export NUM_CORES = 4
export LEC_CHECK = 1
export CORE_UTILIZATION = 50
```
**/design/flow/constraint.sdc**
```tcl
current_design datapath

set clk_period 32.6
set clk_io_pct 0.2

create_clock -name clk0 -period $clk_period [get_ports {clk}]

set non_clock_inputs [all_inputs -no_clocks]
set_input_delay [expr $clk_period * $clk_io_pct] -clock clk0 $non_clock_inputs
set_output_delay [expr $clk_period * $clk_io_pct] -clock clk0 [all_outputs]
```
==> qor.yml <==
run_status:
  status: "completed"
floorplanning:
  chipArea_sq_um: 129000
  die_x_um: 360
  rows: 130
  io_pins: 186
  fp_util_pct: 50.7
  die_h_um: 360
  coreArea_sq_um: 126000
final_timing:
  fin_crit_sh_pct: 75.3
  final_hold_viol_count: 0
  slew_headroom_pct: 23.4
  finalCriticalPeriod_ns: 24.56
  clock_skew_ns: 0.123
  fin_tns_setup_ns: 0
  max_slew.worst_pin.slew_ns: 1.15
  finalWorstSetupSlack_ns: 8.04
  rsz0062_at_grt: "false"
  report.final.slew_viol_count: 0
  fmax_mhz: 40.7
  finalSetupViolCount: 0
worst_setup_path:
  rr_worst_depth: 35
  max_stage_delay_ns: 1.04
  cp_slowest_cell: "clkdlybuf4s50_1"
  end_kind: "primary output"
  worst_ep_arrival_time_ns: 18.04
  cp-startpoint: "ID[22]"
  crit_required_ns: 26.08
  cp_common_cell: "buf_4"
  timing.rr.start: "REG_FILE.genblk1[3].REGX.data_out[4]"
  crit_path_max_fanout: 21
  worst_setup_path_start_kind: "input pin"
  path_class: "input pin to primary output"
clocking:
  tritoncts.num_buffers: 108
  clockBufferDepth: 3
  cts.sinks: 1022
  clock-root-buffer: "clkbuf_16"
  path_clk_slew_ns: 0.06
  htreeDepth: 3
  cts_resized: 0
  clk_latency_ns: 0.82
  cts_hold_buf: 0
  post-cts-setup-buffer-count: 0
  tritoncts: "yes"
grt:
  grt_pass1_vias: 68300
  track_usage_pct: 59.3
  antenna_found_initial: 31
  grt_first_pass_wirelength_um: 520000
  grt_remaining_overflow: 0
  grt_max_degree: 125
synth:
  edf_count: 0
  top_cell_area_share_pct: 39.9
  synth.area.top_cells: "dfrtp_1, a21oi_1, nor2_1, nand3_1, a22oi_1"
  yosys-stat-cells: 7653
  synthArstFlopShare_pct: 100
  synth_area_leader_cell: "dfrtp_1"
  synth_cells: 7653
  postSynthSeqShare_pct: 39.9
  synth_warnings: 50
  ff_type: "dfrtp_1"
  yosysChipArea_sq_um: 64000
  syn_avg_cell_area_sq_um: 8.37
  synth_area_sq_um: 64000
  ys_types: 120
  synth_flops: 1022
power_and_ir_drop:
  power.density_nw_per_um2: 65.6
  ir_worst_vdd_mv: 0.0769
  p_leak_uw: 0.0302
finish:
  final_layout_size_suffix_gt1_share_pct: 11.5
  synthToLayoutAreaGrowth_pct: 12.6
  stdcell_count: 9331
route:
  drtAntennaViolNets: 0
  drt_iter0_markers: 11200
  vias_per_cell: 7.70
  wirelength_um: 374000
  num_vias: 71800
  drc: 0
  avgRoutedWirePerCell_um: 40.1
  drtPass1Iterations: 14
placement:
  dp.cells: 9112
  gp_congestion: 1.10
  port_buffers: 171
  place_hpwl_um: 258000
  post-place-ws_ns: 8.58
min_path:
  worstHoldStart: "REG_FILE.genblk1[6].REGX.data_out[26]"
  hold_class: "register to register"
  hold_depth: 2
job:
  drv_cap: 0
  warnings: 37
==> metrics by stage <==
stage	hold WS [ns]	utilization (%)	instance area, sq um	total power (uW)
global route	0.538	57.0	72100	4840
finish	0.512	57.1	72100	4730
CTS	0.511	57.0	72100	4620
floorplan	0.463	-	64000	2560
global placement	0.485	53.9	68100	3250
detailed placement	0.497	53.9	68100	3270
==> area by class of cell <==
cell class | instances | area, sq um
sequential | 1022 | 25600
fill | 10900 | 54300
multi-input combinational | 5800 | 35500
inverter | 75 | 283
antenna | 22 | 55.1
clock inverter | 64 | 998
clock buffer | 133 | 2930
tap | 1650 | 2060
timing repair buffer | 565 | 4660
==> cells by family after synthesis <==
logic type	count (synthesis)	share of synthesized area [%]
other	1	0.00586
buffers and inverters	832	5.57
and+or+nand+nor	2993	22.5
AOI/OAI and AO/OA	2434	25.4
muxes	189	3.46
adders and majority gates	81	1.77
xor gates and xnor gates	101	1.40
DFF	1022	39.9
==> state kept, by name, summed over array words and instances (netlist names) <==
name / cells
pc: 30
REG_FILE.genblk1.REGX.data_out: 992
==> synth_stat cells (22+ instances only) <==
library cell / count
and2_1: 36
nand2_1: 367
a211oi_1: 52
o211ai_1: 49
nor2_1: 1136
o21a_1: 22
nor3_1: 59
a2111oi_0: 35
a21oi_1: 918
clkbuf_1: 471
nand3_1: 747
o31ai_1: 28
a222oi_1: 57
a22oi_1: 276
buf_2: 178
buf_4: 23
dfrtp_1: 1022
nand2b_1: 31
a32oi_1: 23
nand4_1: 228
a31oi_1: 95
and3_1: 123
a41oi_1: 72
xnor2_1: 64
a22o_1: 116
a21oi_2: 23
nor4_1: 60
xor2_1: 36
a21o_1: 37
mux2i_1: 108
o21ai_1: 43
buf_1: 67
o21ai_0: 252
ha_1: 65
inv_1: 70
a221oi_1: 93
and4_1: 30
mux2_2: 56
==> layer usage <==
| metal | global-route usage, % | vias to the layer above | share of wire [%] |
|---|---|---|---|
| met4 | 44.1 | 96 | 11 |
| li1 | - | 28500 | - |
| met3 | 41.5 | 2406 | 19 |
| met2 | 74.9 | 6976 | 38 |
| met5 | 15.4 | - | 0.69 |
| met1 | 68.6 | 33900 | 32 |
==> path summary, 6_finish.rpt <==
kind                                                         endpoint  slack, ns
min in group asynchronous        REG_FILE.genblk1[6].REGX.data_out[4]       5.81
worst min-delay path            REG_FILE.genblk1[6].REGX.data_out[26]       0.51
worst max-delay path                                            MA[0]       8.04
max in group asynchronous        REG_FILE.genblk1[2].REGX.data_out[7]      22.90
worst max register to register   REG_FILE.genblk1[4].REGX.data_out[0]      22.40
worst min register to register  REG_FILE.genblk1[6].REGX.data_out[26]       0.51
==> critical path, delay by kind of cell <==
family                     cells  cell delay (ns)
AOI/OAI and AO/OA             18             4.25
xor gates and xnor gates       2             0.37
adders and majority gates      2             0.83
buffers and inverters          6             2.94
and+or+nand+nor                9             3.08
==> layout by cell type, fill, tap and decap left out, types with 28 or more instances in the layout <==
| cell | n |
|---|---|
| a211oi_1 | 51 |
| a21o_1 | 37 |
| a21oi_1 | 910 |
| a21oi_2 | 28 |
| a221oi_1 | 93 |
| a222oi_1 | 57 |
| a22o_1 | 116 |
| a22oi_1 | 253 |
| a22oi_2 | 30 |
| a31oi_1 | 94 |
| a41oi_1 | 72 |
| and2_1 | 35 |
| and3_1 | 122 |
| and4_1 | 30 |
| buf_4 | 393 |
| clkbuf_16 | 108 |
| clkdlybuf4s50_1 | 162 |
| dfrtp_1 | 1022 |
| ha_1 | 65 |
| inv_1 | 69 |
| mux2_2 | 56 |
| mux2i_1 | 108 |
| nand2_1 | 365 |
| nand2b_1 | 31 |
| nand3_1 | 747 |
| nand4_1 | 228 |
| nor2_1 | 1104 |
| nor2_4 | 29 |
| nor3_1 | 57 |
| nor4_1 | 60 |
| o211ai_1 | 49 |
| o21ai_0 | 252 |
| o21ai_1 | 41 |
| o31ai_1 | 28 |
| xnor2_1 | 64 |
| xor2_1 | 36 |
==> report_power, final <==
| group | internal (uW) | total, uW | switching, uW |
|---|---|---|---|
| sequential | 1580 | 1960 | 380 |
| combinational | 490 | 1400 | 914 |
| clock | 788 | 1370 | 580 |
Power and IR drop assume default switching activity.
