==> /design/flow/design.v <==
module ripple_carry (
    input logic[31:0] A, B, 
    input logic Cin,
    output logic[31:0] S
);
logic[32:0] cin; 
genvar k; 
generate 
    for(k = 0; k < 32; k += 1) begin
        unit_adder U(.a(A[k]), .b(B[k]), .cin(cin[k]), .s(S[k]), .cout(cin[k+1])); 
    end
endgenerate 
assign cin[0] = Cin; 
endmodule 
module unit_adder(
    input logic a, b, cin, 
    output logic g, p, s, cout
); 
assign g = a & b;     
assign p = a ^ b;     
assign s = p ^ cin;   
assign cout = g | (p & cin); 
endmodule 
==> /design/flow/run.sh <==
#!/bin/bash
# OpenROAD 26Q1-2900-gdf79404cd8, Yosys 0.63+post, stock flow scripts
make -C /OpenROAD-flow-scripts/flow DESIGN_CONFIG=/design/flow/config.mk WORK_HOME=/design/flow/orfs finish
==> /design/flow/config.mk <==
export PLATFORM = sky130hd
export DESIGN_NAME = ripple_carry
export DESIGN_NICKNAME = ripple_carry
export VERILOG_FILES = /design/flow/design.v
export SDC_FILE = /design/flow/constraint.sdc
export NUM_CORES = 4
export LEC_CHECK = 1
export CORE_AREA = 10 10 83 83
export DIE_AREA = 0 0 93 93
==> /design/flow/constraint.sdc <==
current_design ripple_carry

set clk_period 40.8
set clk_io_pct 0.2

create_clock -name clk0 -period $clk_period

set non_clock_inputs [all_inputs -no_clocks]
set_input_delay [expr $clk_period * $clk_io_pct] -clock clk0 $non_clock_inputs
set_output_delay [expr $clk_period * $clk_io_pct] -clock clk0 [all_outputs]
==> results.sh <==
# source this file to load flow results
export IMPL_syn_instance_count=69
export IMPL_grt_pass1_wl_mm=4.59
export IMPL_drt_initial_drc_count=1
export IMPL_antenna_found_initial=0
export IMPL_post_synth_cell_area_avg_sq_um=13.1
export IMPL_chipArea_sq_um=8650
export IMPL_relSlewSlack_pct=92.1
export IMPL_io_pins=97
export IMPL_ys_cells=69
export IMPL_tightest_slew_ps=118
export IMPL_hpwl_mm=3.02
export IMPL_regArea_sq_um=0
export IMPL_fin_crit_ps=29660
export IMPL_ant_nets=0
export IMPL_met3_usage_pct=7.92
export IMPL_yosysSeqAreaShare_pct=0
export IMPL_ir_worst_vdd_uv=5.66
export IMPL_top_area_cell="fa_1"
export IMPL_hold_violations=0
export IMPL_setup_viol=0
export IMPL_core_area_sq_um=5140
export IMPL_cts_hold_buf=0
export IMPL_rsz0062_at_grt="false"
export IMPL_flops=0
export IMPL_die_w_microns=93
export IMPL_gr_usage_all_layers_pct=6.81
export IMPL_finalPower_mw=0.0261
export IMPL_ys_types=4
export IMPL_nFillCells=525
export IMPL_synth_area_sq_um=903
export IMPL_utilization_pct=33.5
export IMPL_vias=713
export IMPL_die_h_microns=93
export IMPL_critPathMaxStageDelay_ps=480
export IMPL_wl_per_cell_microns=15.0
export IMPL_cp_required_ps=32640
export IMPL_yosys_area_sq_um=903
export IMPL_grt_util_met1_pct=8.18
export IMPL_grt_start_max_net_pins=2
export IMPL_fp_util_pct=17.6
export IMPL_placementRows=26
export IMPL_synth_warnings=0
export IMPL_num_antenna_cells=0
export IMPL_overflow=0
export IMPL_drc=0
export IMPL_synth_top_area_share_pct=68.7
export IMPL_detail_route_first_pass_iterations=2
export IMPL_fmaxAchievable_mhz=33.7
export IMPL_io_buffers=97
export IMPL_slew_viol_final=0
export IMPL_viasPerCell=3.50
export IMPL_path_class="in2out"
export IMPL_fin_crit_sh_pct=72.7
export IMPL_gp_congestion=0.789
export IMPL_crit_top_cell="fa_1"
export IMPL_path_max_fanout=1
export IMPL_start_kind="input port"
export IMPL_cp_arrival_ps=21500
export IMPL_area_delta_synth_final_pct=90.6
export IMPL_drive_gt1_share_pct=0
export IMPL_post_cts_resized=0
export IMPL_cap_violations=0
export IMPL_worst_path_max_delay_cell="clkdlybuf4s50_1"
export IMPL_num_clock_buffers=0
export IMPL_cts_setup_buffers=0
export IMPL_power_density_nw_per_um2=15.2
export IMPL_endpoint_kind="primary output"
export IMPL_top_usage_layer="met2"
export IMPL_synthTopCellsByArea="fa_1, buf_4, xor3_1"
export IMPL_grt_pass1_vias=906
export IMPL_hp_class="in2out"
export IMPL_drt_total_wl_mm=3.05
export IMPL_leakagePower_nw=0.648
export IMPL_met2_usage_pct=8.24
export IMPL_finalSetupTns_ps=0
export IMPL_warning_count=32
export IMPL_status="completed"
## Yosys cell counts
cell type / instances
fa_1: 31
buf_4: 32
inv_1: 5
xor3_1: 1
## final timing paths
path | from | endpoint | slack [ps] | cells after the start
setup / recovery | A[0] | S[31] | 11140 | 36
hold / removal | A[31] | S[31] | 17330 | 3
## stage by stage
step	std cells	hold WS [ps]	setup WS [ps]	instance area (sq um)
final	204	17330	11140	1720
after detailed placement	204	17330	11090	1720
after CTS	204	17340	11080	1720
after global placement	204	17330	11120	1720
after floorplan	69	16520	12390	903
after global routing	204	17350	10700	1720
## final cells by class
| cell class | instances | area (sq um) | area share [%] |
|---|---|---|---|
| inverter | 5 | 18.8 | 1.09 |
| timing repair buffer | 97 | 971 | 56.4 |
| tap | 70 | 87.6 | 5.09 |
| multi-input combinational | 32 | 644 | 37.4 |
## critical path, delay by kind of cell
family / cells / cell delay (ps)
xor+xnor: 1 / 370
buf+inv: 4 / 990
fa+ha+maj: 31 / 11930
## routing by layer
layer  up-vias  part of all wire, %
met5         -                    0
met1       317                   40
met3         0                   29
li1        301                    -
met4         0                    0
met2        95                   31
## placed cells by master, fill, tap and decap left out
cell and count:
inv_1 5, xor3_1 1, clkdlybuf4s50_1 97, fa_1 31
## cell families (layout without fill, tap and decap cells)
logic type | after synthesis | after routing | synth area share [%]
xor gates and xnor gates | 1 | 1 | 2.63
buffers and inverters | 37 | 102 | 28.7
adders and majority gates | 31 | 31 | 68.7
## where the power goes
group | leakage (nW) | switching (mW) | internal [mW]
Clock | 0 | 0 | 0
Combinational | 0.648 | 0.00667 | 0.0194
Sequential | 0 | 0 | 0
Power figures rest on the tool's default switching activity, not on a simulated workload.
